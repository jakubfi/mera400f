### ./config.mk
export PLATFORM = sky130hd
export DESIGN_NAME = pp
export DESIGN_NICKNAME = pp
export VERILOG_FILES = /design/flow/design.v
export SDC_FILE = /design/flow/constraint.sdc
export NUM_CORES = 4
export LEC_CHECK = 1
export CORE_UTILIZATION = 30
### ./constraint.sdc
current_design pp

set clk_period 10.6
set clk_io_pct 0.2

create_clock -name clk0 -period $clk_period [get_ports {clk_sys}]

set non_clock_inputs [all_inputs -no_clocks]
set_input_delay [expr $clk_period * $clk_io_pct] -clock clk0 $non_clock_inputs
set_output_delay [expr $clk_period * $clk_io_pct] -clock clk0 [all_outputs]
### ./design.v
module decoder16(
	input en1, en2,
	input [0:3] i,
	output [0:15] o
);
	always @ (*) begin
		case ({~en1, ~en2, i})
			6'h0: o <= 16'b1000000000000000;
			6'h1: o <= 16'b0100000000000000;
			6'h2: o <= 16'b0010000000000000;
			6'h3: o <= 16'b0001000000000000;
			6'h4: o <= 16'b0000100000000000;
			6'h5: o <= 16'b0000010000000000;
			6'h6: o <= 16'b0000001000000000;
			6'h7: o <= 16'b0000000100000000;
			6'h8: o <= 16'b0000000010000000;
			6'h9: o <= 16'b0000000001000000;
			6'ha: o <= 16'b0000000000100000;
			6'hb: o <= 16'b0000000000010000;
			6'hc: o <= 16'b0000000000001000;
			6'hd: o <= 16'b0000000000000100;
			6'he: o <= 16'b0000000000000010;
			6'hf: o <= 16'b0000000000000001;
			default: o <= 16'b0000000000000000;
		endcase
	end
endmodule
module dok(
	input clk_sys,
	input rin,
	input zw,
	input int_ext,
	output dok_trig,
	output dok
);
	localparam IDLE = 2'd0;
	localparam TRIG = 2'd1;
	localparam DOK	= 2'd2;
	reg [1:0] state;
	always @ (posedge clk_sys) begin
		case (state)
			IDLE: if (~zw & rin & int_ext) state <= TRIG;
			TRIG: state <= DOK;
			DOK:  if (~rin) state <= IDLE;
		endcase
	end
	assign dok_trig = (state == TRIG);
	assign dok = (state == DOK) & rin;
endmodule
module pp(
	input clk_sys,
	input w_rm,
	input zer,
	input ck_rz_w,
	input zerrz,
	input przerw,
	input rpa,
	input ir14,
	input ir15,
	input wx,
	input sin,
	input rin,
	input zw,
	input zgpn,
	output przerw_z,
	output irq,
	input clm,
	input strob1,
	input strob1b,
	input k1,
	input i1,
	input i2,
	input i4,
	input pout,
	input oprq,
	input b_parz,
	input b_p0,
	input zegar,
	input xi,
	input fi0,
	input fi1,
	input fi2,
	input fi3,
	input [0:15] w,
	output [0:15] bus_rz,
	output [0:9] rs,
	input [0:15] rdt,
	output dok,
	output [0:15] dad
);
	wire clm$ = clm | (strob1 & i4);
	wire clrs = strob1b & w_rm;
	rm RM(
		.clk_sys(clk_sys),
		.clm$(clm$),
		.clrs(clrs),
		.zi(zi),
		.w(w),
		.rs(rs)
	);
	wire M104_12 = wx & sin & strob1;
	wire soft_high = ir14 & M104_12;
	wire soft_low = ir15 & M104_12;
	wire [0:31] IRQ = {
		pout,			 
		b_parz,		 
		b_p0,			 
		rz4,			 
		rpa,			 
		zegar,		 
		xi,				 
		fi0,			 
		fi1,			 
		fi2,			 
		fi3,			 
		1'b0,			 
		zk[0:15],	 
		oprq,			 
		rz29,			 
		soft_high, 
		soft_low	 
	};
	wire [0:31] INT_SYNC = {
		w[0:11],		 
		16'b0, 			 
		w[12:15]		 
	};
	wire ck_rzwm = strob1 & ck_rz_w;
	wire ck_rzz = strob1 & i2;
	wire [0:31] RZ_CLK = {
		{12{ck_rzwm}},
		{16{ck_rzz}},
		{4{ck_rzwm}}
	};
	wire _0_rzw = clm | zerrz;
	wire _0_rzz = clm | k1;
	wire M94_3 = _0_rzw | (M104_12 & ~ir14 & ~ir15);
	wire [0:31] RZ_RESET = {
		{12{_0_rzw}},
		{16{_0_rzz}},
		{2{_0_rzw}},
		{2{M94_3}}
	};
	wire [0:31] IMASK = {
		1'b1,				 
		rs[0:3],		 
		{7{rs[4]}},	 
		{2{rs[5]}},	 
		{2{rs[6]}},	 
		{6{rs[7]}},	 
		{6{rs[8]}},	 
		{4{rs[9]}}	 
	};
	wire ez_rpz = i1 & przerw;
	wire [0:9] zi = {
		PRIO_OUT[1],
		PRIO_OUT[2],
		PRIO_OUT[3],
		PRIO_OUT[4],
		PRIO_OUT[11],
		PRIO_OUT[13],
		PRIO_OUT[15],
		PRIO_OUT[21],
		PRIO_OUT[27],
		1'b1
	};
	wire [0:31] PRIO_OUT;
	wire [0:31] PRIO_IN = {
		zer,
		PRIO_OUT[0:30]
	};
	wire [0:31] __rz;
	assign bus_rz = {
		__rz[0:11],
		__rz[28:31]
	};
	wire [0:31] sz;
	wire [0:31] rp;
	genvar j;
	generate
		for (j=0 ; j<32 ; j=j+1) begin : GEN_RZ_RP
			rzrp RZ_RP(
				.clk_sys(clk_sys),
				.imask(IMASK[j]),				 
				.irq(IRQ[j]),						 
				.w(INT_SYNC[j]),				 
				.rz_c(RZ_CLK[j]),				 
				.rz_r(RZ_RESET[j]),			 
				.rp_c(ez_rpz),					 
				.prio_in(PRIO_IN[j]),		 
				.rz(__rz[j]),						 
				.sz(sz[j]),							 
				.rp(rp[j]),							 
				.prio_out(PRIO_OUT[j])	 
			);
		end
	endgenerate
	assign irq = |sz;  
	assign przerw_z = zi[8] & ~zi[4];
	wire int_chan = ~rdt[15] & zgpn;  
	wire int_cpu = rdt[15];  
	wire int_ext = int_chan | int_cpu;
	wire dok_trig;
	dok DOK(
		.clk_sys(clk_sys),
		.rin(rin),
		.zw(zw),
		.int_ext(int_ext),
		.dok_trig(dok_trig),
		.dok(dok)
	);
	wire rz29 = dok_trig & rdt[15] & rdt[0];
	wire rz4 = dok_trig & rdt[15] & ~rdt[0];
	wire [0:15] zk;
	decoder16 DEC_ZK(
		.en1(int_chan),
		.en2(dok_trig),
		.i(rdt[11:14]),
		.o(zk)
	);
	wire npbd = rp[24] | rp[25] | rp[26] | rp[27] | rp[28] | rp[29] | rp[30] | rp[31];
	wire npbc = rp[20] | rp[21] | rp[22] | rp[23] | rp[28] | rp[29] | rp[30] | rp[31];
	wire npbb = rp[18] | rp[19] | rp[22] | rp[23] | rp[26] | rp[27] | rp[30] | rp[31];
	wire npba = rp[17] | rp[19] | rp[21] | rp[23] | rp[25] | rp[27] | rp[29] | rp[31];
	wire npad = rp[ 8] | rp[ 9] | rp[10] | rp[11] | rp[12] | rp[13] | rp[14] | rp[15];
	wire npac = rp[ 4] | rp[ 5] | rp[ 6] | rp[ 7] | rp[12] | rp[13] | rp[14] | rp[15];
	wire npab = rp[ 2] | rp[ 3] | rp[ 6] | rp[ 7] | rp[10] | rp[11] | rp[14] | rp[15];
	wire npaa = rp[ 1] | rp[ 3] | rp[ 5] | rp[ 7] | rp[ 9] | rp[11] | rp[13] | rp[15];
	wire npe = ~zi[6];
	wire npd = npbd ^ npad;  
	wire npc = npbc ^ npac;  
	wire npb = npbb ^ npab;  
	wire npa = npba ^ npaa;  
	wire np = npd ^ npc;
	wire nk_ad = i2 & zw;
	wire pzwi4 = przerw & zw & i4;
	assign dad[0:3] = 'd0;
	assign dad[4] = nk_ad;
	assign dad[5:10] = 'd0;
	assign dad[11] = (pzwi4 & npe) | (nk_ad & np);
	assign dad[12] = (pzwi4 & npd) | (nk_ad & ~npc);
	assign dad[13] = (pzwi4 & npc) | (nk_ad & npb);
	assign dad[14] = (pzwi4 & npb) | (nk_ad & npa);
	assign dad[15] = (pzwi4 & npa);
endmodule
module rm(
	input clk_sys,
	input clm$,
	input clrs,
	input [0:9] zi,
	input [0:15] w,
	output reg [0:9] rs
);
	genvar num;
	generate
		for (num=0 ; num<10 ; num=num+1) begin : REG_RM
			wire rm_reset = zi[num] & clm$;
			always @ (posedge clk_sys, posedge rm_reset) begin
				if (rm_reset) rs[num] <= 1'b0;
				else if (clrs) rs[num] <= w[num];
			end
		end
	endgenerate
endmodule
module rzrp(
	input clk_sys,
	input imask,		 
	input irq,			 
	input w,				 
	input rz_c,			 
	input rz_r,			 
	input rp_c,			 
	input prio_in,	 
	output rz,			 
	output sz,			 
	output rp,			 
	output prio_out	 
);
	assign sz = rz & imask;
	always @ (posedge clk_sys, posedge irq) begin
		if (irq) rz <= 1'b1;
		else if (rz_r) rz <= 1'b0;
		else if (rz_c) case ({w, rp})
			2'b00 : rz <= rz;
			2'b01 : rz <= 1'b0;
			2'b10 : rz <= 1'b1;
			2'b11 : rz <= ~rz;
		endcase
	end
	always @ (posedge clk_sys, posedge prio_in) begin
		if (prio_in) rp <= 1'b0;
		else if (rp_c) rp <= sz;
	end
	assign prio_out = rp | prio_in;
endmodule
### ./run.sh
#!/bin/bash
# OpenROAD 26Q1-2900-gdf79404cd8, Yosys 0.63+post, stock flow scripts
make -C /OpenROAD-flow-scripts/flow DESIGN_CONFIG=/design/flow/config.mk WORK_HOME=/design/flow/orfs finish
==> GITHUB_STEP_SUMMARY <==
## Implementation flow summary

| Metric | Value |
|---|---|
| Register Area | `approximately 1900 µm²` |
| Drt wl/cell | `approximately 15 µm` |
| Fin crit period | `between 6 and 7 ns` |
| Clk sinks | `between 70 and 80` |
| Crit path largest cell delay | `around 0.6 ns` |
| Critical path, cell by cell | `clkdlybuf4s50_1 > nor3_2 > nand2b_1 > inv_2 > nand4b_4 > nand2b_4 > or4_4 > inv_2 > nor2_1 > clkdlybuf4s50_1` |
| Critical Path AT | `4.56 ns` |
| Top FF cell, synth | `dfrtp_1` |
| Die height | `between 100 and 150 µm` |
| Post-CTS Resized | `0` |
| RR Startpoint | `GEN_RZ_RP[1].RZ_RP.rp` |
| Post-synth ARST share | `0.948` |
| Initial DRC Count | `173` |
| Top-count cell post-synth | `nand2_1` |
| Grt ovf | `0` |
| Peak VDD IR | `about 0.000080 V` |
| Crit path DRT | `around 8.5 ns` |
| Detailed Route WL | `10600 µm` |
| Largest net degree at the start of global routing | `between 60 and 70` |
| Static Leakage | `about 2.2 nW` |
| Tool warning count | `35` |
| Synthesized area | `between 4000 and 5000 µm²` |
| Post-CTS Setup Bufs | `0` |
| Fp util | `0.311` |
| WP buf/inv | `4` |
| Layout cell share with drive strength beyond 1 | `0.133` |
| Vias in the first global route | `3360` |
| Mean area per synthesized cell | `between 8 and 9 µm²` |
| Area leader, netlist | `dfrtp_1` |
| Yosys cell types | `around 44` |
| Setup TNS | `0 ns` |
| R2R Setup Slk | `~8.7 ns` |
| Synth warn | `29` |
| Input/output buffers | `~87` |
| Slowest CP cell | `or4_4` |
| I/O pin cnt | `108` |
| Class of the worst hold path | `flop to async pin` |
| Max Freq | `about 150 MHz` |
| Area delta synth->final | `26.7%` |
| RR Endpoint | `GEN_RZ_RP[31].RZ_RP.rp` |
| Final GP Congestion | `about 0.87` |
| Worst path top cell family by delay | `simple AND/OR/NAND/NOR gates` |
| Top cells by area | `dfrtp_1, dfstp_2, nand2_1` |
| Yosys chip area | `around 4200 µm²` |
| Yosys reg bits | `about 77` |
| H-tree levels | `3` |
| Cells after Synth | `between 400 and 500` |
| Placed wire-length estimate | `approximately 8000 µm` |
| Multi-input gate area | `1810 µm²` |
| FP Rows | `42` |
| First-pass GRT wire length | `about 17000 µm` |
| Pin slew with the least headroom to its limit | `0.752 ns` |
| Bufs on Longest Clock Path | `2` |
| Setup Skew | `roughly 0.0074 ns` |
| Pwr per Cell Area | `~140 nW/µm²` |
| Antenna violations before repair | `0` |
| Post-route ant nets | `0` |
| Core box area | `roughly 13000 µm²` |
| Total track usage | `0.157` |
| Max FO, Critical Path | `7` |
| Most frequent cells after synthesis | `nand2_1, dfrtp_1, buf_4` |
| Max_cap viols | `0` |
| CTS tree | `built` |
| Clock Pin Slew Worst Setup and Hold Paths | `roughly 0.060 ns` |
| Top-area cell share | `0.252` |
| # fillers | `between 1000 and 1500` |
| Tcrit/Tclk final | `0.630` |
| WS Path Type | `input pin to output port` |
| DR pass1 iterations | `4` |
| R2R cell count | `7` |
| RSZ-0062 raised after global routing | `no` |
| Crit start category | `input pin` |
| Number of enable flip-flop cells | `0` |
| Post-CTS Hold Buffers | `0` |
| Vias per inst | `4.81` |
| Setup crit end kind | `output port` |
| Status | `complete, no violations` |
| Insertion Delay late pin | `0.34 ns` |
| DR vias | `~3500` |
| CTS root buffer | `clkbuf_16` |
| Hold slack final | `roughly 0.19 ns` |
| Slew headroom | `0.494` |
| Max-slew violations | `0` |
| Setup violations, final | `0` |
| Total Power | `0.758 mW` |
| Seq/Total Area, Yosys | `0.467` |
| Floorplan die width | `between 100 and 150 µm` |
| Final Hold Violation Tally | `0` |
| Ys cells | `484` |
| Die Area | `14400 µm²` |
| Diodes inserted | `0` |
| Cts bufs inserted | `9` |
| Remaining DRCs | `0` |
==> metal layers <==
metal	track usage	up-vias	wire length, µm
met5	0	-	0
met4	0.0344	0	267
met3	0.0354	18	627
met2	0.236	101	4750
met1	0.236	1623	4990
li1	-	1708	-
==> cells in the final DEF (no fill, tap or decap), types with 2 or more instances in the layout <==
cell             Yosys  layout
nand2_1            124     124
clkdlybuf4s50_1      0      87
dfrtp_1             42      42
o21ai_0             36      36
a21oi_1             33      33
dfstp_2             31      31
nor2_1              28      28
inv_1               20      20
nor4_1              17      17
a311oi_1            12      12
mux2_2              11      11
conb_1               1      10
clkbuf_16            0       9
and2_1               7       7
nor3_1               7       7
nand3_1              6       6
dfxtp_1              4       4
xor2_1               4       4
nand4_1              4       4
nand2b_1             3       3
nor4_4               3       3
nor2b_1              3       3
o41ai_1              3       3
buf_4               37       3
or2_2                2       2
nor3_2               2       2
inv_2                2       2
or3_1                2       2
o2bb2ai_1            2       2
and3_1               2       2
bufinv_16            0       2
clkbuf_1            21       2
==> final cells by class <==
cell class / instances / share of cell area
Clock buffer: 12 / 0.0467
Clock inverter: 4 / 0.0138
Inverter: 22 / 0.0157
Multi-Input combinational cell: 336 / 0.344
Sequential cell: 77 / 0.369
Tap cell: 176 / 0.0418
Timing Repair Buffer: 90 / 0.169
==> kinds of logic (layout without fill, tap and decap cells) <==
| group | count (synthesis) | count (layout) | share of synthesized area |
|---|---|---|---|
| AOI/OAI and AO/OA | 93 | 93 | 0.133 |
| muxes | 11 | 11 | 0.0298 |
| DFF | 77 | 77 | 0.467 |
| other | 1 | 10 | 0.000901 |
| buffers and inverters | 80 | 128 | 0.106 |
| xor gates and xnor gates | 5 | 5 | 0.0105 |
| and+or+nand+nor | 217 | 217 | 0.253 |
==> worst max-delay path by stage <==
stage / startpoint / to / slack [ns] / depth (start not counted)
4_1_cts: zer / przerw_z / 3.91 / 10
5_1_grt: zer / przerw_z / 3.73 / 10
6_report: zer / przerw_z / 3.92 / 10
==> stage by stage <==
step / setup slack, ns / util / std cells / cell area (µm²)
2_1_floorplan: 5.05 / - / 493 / 4200
3_3_place_gp: 3.96 / 0.370 / 701 / 4950
3_5_place_dp: 3.91 / 0.370 / 701 / 4950
4_1_cts: 3.91 / 0.393 / 717 / 5270
5_1_grt: 3.73 / 0.393 / 717 / 5270
6_report: 3.92 / 0.393 / 717 / 5270
==> sequential cells by signal, summed over array words and instances (netlist names) <==
| signal | flops |
|---|---|
| GEN_RZ_RP.RZ_RP.rz | 32 |
| DOK.state | 3 |
| GEN_RZ_RP.RZ_RP.rp | 32 |
| RM.rs | 10 |
==> power by group <==
| group | total, mW | switching [mW] | internal [mW] |
|---|---|---|---|
| Combinational | 0.111 | 0.0505 | 0.0601 |
| Clock | 0.328 | 0.116 | 0.212 |
| Sequential | 0.320 | 0.0158 | 0.304 |
| Total | 0.758 | 0.182 | 0.576 |
Power and IR drop assume default switching activity.
