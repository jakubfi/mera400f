==> design.v <==
module bus_a(
	input bac, bab, baa,
	input aa, ab,
	input [0:15] l,
	input [0:15] ic,
	input [0:15] ar,
	input [0:15] ir,
	output [0:15] a
);
	always @ (*) begin
		if (bac) a[0:7] = 8'd0;
		else case ({ab, aa})
			2'b00: a[0:7] = l[0:7];
			2'b01: a[0:7] = ar[0:7];
			2'b10: a[0:7] = ic[0:7];
			2'b11: a[0:7] = l[8:15];
		endcase
		if (bab) a[8:9] = 2'd0;
		else case ({ab, aa})
			2'b00: a[8:9] = l[8:9];
			2'b01: a[8:9] = ar[8:9];
			2'b10: a[8:9] = ic[8:9];
			2'b11: a[8:9] = ir[8:9];
		endcase
		if (baa) a[10:15] = 6'd0;
		else case ({ab, aa})
			2'b00: a[10:15] = l[10:15];
			2'b01: a[10:15] = ar[10:15];
			2'b10: a[10:15] = ic[10:15];
			2'b11: a[10:15] = ir[10:15];
		endcase
	end
endmodule
module ac(
	input clk_sys,
	input c,
	input [0:15] w,
	output reg [0:15] ac
);
	always @ (posedge clk_sys) begin
		if (c) ac <= w;
	end
endmodule
module alu(
	input p16_,
	input [0:15] a,
	input [0:15] ac,
	input saryt,
	input sd, sb,
	input scb, sab,
	input sca, saa,
	output [0:15] f,
	output j$,
	output carry,
	output zsum
);
	wor __NC;
	wire [3:0] g, p;
	wire [3:1] c_;
	wire [3:0] j$1;
	wire carry_;
	alu181 ALU_0_3(
		.a(a[0:3]),
		.b(ac[0:3]),
		.m(~saryt),
		.c_(c_[3]),
		.s({~sd, ~scb, ~sb, ~sab}),
		.f(f[0:3]),
		.g(g[3]),
		.p(p[3]),
		.co_(carry_),
		.eq(j$1[3])
	);
	alu181 ALU_4_7(
		.a(a[4:7]),
		.b(ac[4:7]),
		.m(~saryt),
		.c_(c_[2]),
		.s({~sd, ~scb, ~sb, ~sab}),
		.f(f[4:7]),
		.p(p[2]),
		.g(g[2]),
		.co_(__NC),
		.eq(j$1[2])
	);
	alu181 ALU_8_11(
		.a(a[8:11]),
		.b(ac[8:11]),
		.m(~saryt),
		.c_(c_[1]),
		.s({~sd, ~sca, ~sb, ~saa}),
		.f(f[8:11]),
		.p(p[1]),
		.g(g[1]),
		.co_(__NC),
		.eq(j$1[1])
	);
	alu181 ALU_12_15(
		.a(a[12:15]),
		.b(ac[12:15]),
		.m(~saryt),
		.c_(p16_),
		.s({~sd, ~sca, ~sb, ~saa}),
		.f(f[12:15]),
		.p(p[0]),
		.g(g[0]),
		.co_(__NC),
		.eq(j$1[0])
	);
	carry182 CARRY(
		.g(g),
		.p(p),
		.c_(p16_),
		.c1_(c_[1]),
		.c2_(c_[2]),
		.c3_(c_[3]),
		.op(__NC),
		.og(__NC)
	);
	assign carry = ~carry_;
	assign zsum = ~|f;
	assign j$ = &j$1;
endmodule
module alu181(
	input [3:0] a, b,
	input m,
	input c_,
	input [3:0] s,
	output [3:0] f,
	output g, p,
	output co_,
	output eq
);
	wire [3:0] s0 = {4{s[0]}};
	wire [3:0] s1 = {4{s[1]}};
	wire [3:0] s2 = {4{s[2]}};
	wire [3:0] s3 = {4{s[3]}};
	wire [3:0] u = ~((a) | (b & s0) | (~b & s1));  
	wire [3:0] v = ~((~b & s2 & a) | (b & s3 & a));  
	wire [3:0] w = u ^ v;
	wire [3:0] z;
	assign z[0] = ~(~m &                                                                        c_);
	assign z[1] = ~(~m & ((u[0]) |                                                      (v[0] & c_)));
	assign z[2] = ~(~m & ((u[1]) |                        (u[0] & v[1]) |        (v[1] & v[0] & c_)));
	assign z[3] = ~(~m & ((u[2]) | (v[2] & u[1]) | (v[2] & u[0] & v[1]) | (v[2] & v[1] & v[0] & c_)));
	assign g = ~((u[0] & v[1] & v[2] & v[3]) | (u[1] & v[2] & v[3]) | (u[2] & v[3]) | (u[3]));
	assign p = ~(&v);
	wire g2 = ~(&v & c_);
	assign co_ = ~g2 | ~g;
	assign f = w ^ z;
	assign eq = &f;
endmodule
module ar(
	input clk_sys,
	input p1,
	input m4,
	input l,
	input [0:15] w,
	output arz,
	output reg [0:15] ar
);
	always @ (posedge clk_sys) begin
		if (l) ar <= w;
		else begin
			if (m4) ar <= ar - 3'd4;
			else if (p1) ar <= ar + 1'b1;
		end
	end
	assign arz = ~|ar[0:7];
endmodule
module at(
	input clk_sys,
	input s0, s1,
	input c,
	input sl,
	input [0:15] f,
	output reg [0:15] at
);
	always @ (posedge clk_sys) begin
		if (c) case ({s1, s0})
			2'b00 : at <= at;
			2'b01 : at <= {sl, at[0:14]};
			2'b10 : at <= at;  
			2'b11 : at <= f;
		endcase
	end
endmodule
module carry182(
	input c_,
	input [3:0] g, p,
	output c1_, c2_, c3_,
	output op, og
);
	assign c1_ = ~(                                g[0] & (p[0] | ~c_));
	assign c2_ = ~(                g[1] & (p[1] | (g[0] & (p[0] | ~c_))));
	assign c3_ = ~(g[2] & (p[2] | (g[1] & (p[1] | (g[0] & (p[0] | ~c_))))));
	assign og = g[3] & (p[3] | g[2]) & (p[3] | p[2] | g[1]) & (p[3] | p[2] | p[1] | g[0]);
	assign op = |p;
endmodule
module ic(
	input clk_sys,
	input cu,
	input l,
	input r,
	input [0:15] w,
	output reg [0:15] ic
);
	always @ (posedge clk_sys, posedge r) begin
		if (r) ic <= 16'd0;
		else if (l) ic <= w;
		else if (cu) ic <= ic + 1'b1;
	end
endmodule
module pa(
	input clk_sys,
	input [0:15] ir,
	input [0:15] bus_ki,
	input [0:15] rdt,
	input w_dt,
	input mwa,
	input mwb,
	input mwc,
	input bwa,
	input bwb,
	output [0:15] ddt,
	output [0:15] w,
	input saryt,
	input sab,
	input scb,
	input sb,
	input sd,
	output s0,
	output carry,
	input p16,
	input saa,
	input sca,
	output j$,
	output exx,
	input wx,
	input eat0,
	input axy,
	output at15,
	output exy,
	input w_ac,
	input strob1,
	input strob1b,
	input strob2,
	input strob2b,
	input as2,
	input am1,
	input apb,
	input amb,
	input ap1,
	output s_1,
	output wzi,
	output zs,
	input arm4,
	input w_ar,
	input arp1,
	output arz,
	input icp1,
	input w_ic,
	input off,
	input baa,
	input bab,
	input bac,
	input ab,
	input aa,
	input [0:15] l,
	input barnb,
	input [0:15] kl,
	input ic_ad,
	output [0:15] dad,
	input ar_ad,
	output zga
);
	bus_w BUS_W(
		.mwc(mwc),
		.mwb(mwb),
		.mwa(mwa),
		.bwa(bwa),
		.bwb(bwb),
		.ir(ir),
		.kl(kl),
		.rdt(rdt),
		.ki(bus_ki),
		.at(at),
		.ac(ac),
		.a(a),
		.w(w)
	);
	assign ddt = w_dt ? w : 16'd0;
	wire [0:15] f;
	wire zsum;
	alu ALU(
		.p16_(~p16),
		.a(a),
		.ac(ac),
		.saryt(saryt),
		.sd(sd),
		.sb(sb),
		.scb(scb),
		.sab(sab),
		.sca(sca),
		.saa(saa),
		.f(f),
		.j$(j$),
		.carry(carry),
		.zsum(zsum)
	);
	assign s0 = f[0];
	assign exx = (a[15] & ir[6]) | (a[0] & ~ir[6]);
	wire [0:15] at;
	at REG_AT(
		.clk_sys(clk_sys),
		.s0(wx | as2),
		.s1(as2),
		.c(strob1b),
		.sl(eat0),
		.f(f),
		.at(at)
	);
	assign at15 = at[15];
	assign exy = (at[15] & axy) | (a[0] & ~axy);
	wire strobb = as2 & strob2b;
	wire stroba = ~as2 & strob1b;
	wire ac_clk = w_ac & (stroba | strobb);
	wire [0:15] ac;
	ac REG_AC(
		.clk_sys(clk_sys),
		.c(ac_clk),
		.w(w),
		.ac(ac)
	);
	wire M8_11 = ac[0] ^ a[0];
	wire M8_3 = ~ac[0] ^ a[0];
	wire M7_8 = (~a[0] & am1) | (M8_11 & apb) | (M8_3 & amb) | (a[0] & ap1);
	assign s_1 = ~M7_8 ^ ~carry;
	assign zs = ~s_1 & zsum;
	wire wzi_clk = as2 & strob1b;
	always @ (posedge clk_sys) begin
		if (wzi_clk) wzi <= zs;
	end
	wire ar_load = w_ar & (stroba | strobb);
	wire ar_plus1 = arp1 & stroba;
	wire [0:15] ar;
	ar REG_AR(
		.clk_sys(clk_sys),
		.l(ar_load),
		.p1(ar_plus1),
		.m4(arm4),
		.w(w),
		.arz(arz),
		.ar(ar)
	);
	wire ic_plus1 = icp1 & strob1b;
	wire ic_load = w_ic & (stroba | strobb);
	wire [0:15] ic;
	ic REG_IC(
		.clk_sys(clk_sys),
		.cu(ic_plus1),
		.l(ic_load),
		.r(off),
		.w(w),
		.ic(ic)
	);
	wire [0:15] a;
	bus_a BUS_A(
		.bac(bac),
		.bab(bab),
		.baa(baa),
		.aa(aa),
		.ab(ab),
		.l(l),
		.ir(ir),
		.ar(ar),
		.ic(ic),
		.a(a)
	);
	always @ (*) begin
		case ({ar_ad, ic_ad})
			2'b00 : dad = 16'd0;
			2'b01 : dad = ic;
			2'b10 : dad = ar;
			2'b11 : dad = ic | ar;  
		endcase
	end
	assign zga = (kl[0:15] == {~barnb, dad[1:15]});
endmodule
module bus_w(
	input mwc, mwb, mwa,
	input bwa, bwb,
	input [0:15] ir,
	input [0:15] kl,
	input [0:15] rdt,
	input [0:15] ki,
	input [0:15] at,
	input [0:15] ac,
	input [0:15] a,
	output [0:15] w
);
	always @ (*) begin
		case ({bwb, mwc, mwb, mwa})
			4'b0000 : w[0:7] = a[0:7];
			4'b0001 : w[0:7] = ac[0:7];
			4'b0010 : w[0:7] = at[0:7];
			4'b0011 : w[0:7] = ki[0:7];
			4'b0100 : w[0:7] = 8'd0;
			4'b0101 : w[0:7] = rdt[0:7];
			4'b0110 : w[0:7] = kl[0:7];
			4'b0111 : w[0:7] = ir[0:7];
			default : w[0:7] = 8'd0;  
		endcase
		case ({bwa, mwc, mwb, mwa})
			4'b0000 : w[8:15] = a[8:15];
			4'b0001 : w[8:15] = ac[8:15];
			4'b0010 : w[8:15] = at[8:15];
			4'b0011 : w[8:15] = ki[8:15];
			4'b0100 : w[8:15] = ac[0:7];
			4'b0101 : w[8:15] = rdt[8:15];
			4'b0110 : w[8:15] = kl[8:15];
			4'b0111 : w[8:15] = ir[8:15];
			default : w[8:15] = 8'd0;  
		endcase
	end
endmodule
==> run.sh <==
#!/bin/bash
# OpenROAD 26Q1-2900-gdf79404cd8, Yosys 0.63+post, stock flow scripts
make -C /OpenROAD-flow-scripts/flow DESIGN_CONFIG=/design/flow/config.mk WORK_HOME=/design/flow/orfs finish
==> config.mk <==
export PLATFORM = sky130hd
export DESIGN_NAME = pa
export DESIGN_NICKNAME = pa
export VERILOG_FILES = /design/flow/design.v
export SDC_FILE = /design/flow/constraint.sdc
export NUM_CORES = 4
export LEC_CHECK = 1
export CORE_UTILIZATION = 40
==> constraint.sdc <==
current_design pa

set clk_period 9.0
set clk_io_pct 0.2

create_clock -name clk0 -period $clk_period [get_ports {clk_sys}]

set non_clock_inputs [all_inputs -no_clocks]
set_input_delay [expr $clk_period * $clk_io_pct] -clock clk0 $non_clock_inputs
set_output_delay [expr $clk_period * $clk_io_pct] -clock clk0 [all_outputs]
==> qor.csv <==
stage;metric;value;unit
critical_path;slowest CP cell;clkdlybuf4s50_1;
timing;post-route minimum period;8160;ps
critical_path;WP data arrival;6360;ps
clock_network;Max Buffers Root-to-Sink;2;
place;pre-CTS setup slack;897;ps
status;status;finished clean;
route;ANT nets after route;0;
logic_synthesis;mux share;0.201;
critical_path;worst setup path class;primary input to output port;
power;static leakage;3.38;nW
grt;initial antenna violation count;0;
logic_synthesis;post-synthesis cell type count;71;
logic_synthesis;Top logic family;multiplexers;
logic_synthesis;Cells after Synth;775;
logic_synthesis;synthesized chip area reported by yosys;0.00667;mm²
clock_network;# clock sinks;65;
logic_synthesis;top cells by area;edfxtp_1 22%, mux2i_1 9.6%, dfrtp_1 6.0%, xnor2_1 5.3%, mux2_2 5.1%;
route;WL/cell;21.8;µm
route;Post-Route WL;25.0;mm
final_layout;post-route insts no fill;1148;
power;power density cells;144;mW/mm²
critical_path;Max Fanout on Critical Path;14;
logic_synthesis;yosys adder share;0.00750;
power;overall power;1.28;mW
die;FP Core Util;0.416;
clock_network;CTS tree;built;
route;DR iter-0 viols;425;
timing;Rel. slew slack;0.412;
die;row count;46;
critical_path;crit path DRT;7200;ps
route;n_diodes;0;
timing;Final Hold Vio Count;0;
timing;final setup vio count;0;
route;vias per inst;5.83;
route;Vias;6690;
logic_synthesis;Mean Syn Cell Area;8.61;µm²
logic_synthesis;yosys xor share;0.0788;
final_layout;Layout area overhead;33.2;%
grt;Congestion Overflow GR;0;
place;placed cell areas;0.00861;mm²
clock_network;CTS H-tree lvls;3;
logic_synthesis;YS warnings;45;
die;boundary pin count;181;
final_layout;fin util;0.553;
logic_synthesis;count leader, synth;nand2_1;
clock_network;PostCTS Resize Cnt;0;
place;Placed Cells;1132;
logic_synthesis;Synth top cells by count;78 x nand2_1, 77 x nor2_1, 64 x mux2i_1;
critical_path;buffer-and-inverter tally for the worst setup path;3;
critical_path;most frequent cell on the critical path;clkdlybuf4s50_1;
logic_synthesis;async set-reset flop share out of synthesis;0.246;
final_layout;Final Cell Area;0.00888;mm²
logic_synthesis;cell total in the yosys stat output;775;
flow_run;Log Warnings;28;
logic_synthesis;Synth Cell Area;0.00667;mm²
timing;WHS;607;ps
place;GPL Wtd Cong;0.944;
clock_network;Post-CTS Setup Bufs;0;
final_layout;number of fillers in the final layout;1388;
clock_network;CTS Buf Count;9;
clock_network;cts hold-fix bufs;0;
clock_network;Clock Tree Root;clkbuf_16;
flow_run;max_cap viols;0;
timing;fin worst setup slack;839;ps
logic_synthesis;leading area contributor after synthesis;edfxtp_1;
power;Peak VDD IR;0.0958;mV
logic_synthesis;Top cell area share;0.221;
timing;worst slew pin tran;882;ps
timing;RSZ-0062 raised after global routing;false;
die;Die Y;131;µm
place;number of port buffers;178;
critical_path;nature of the critical path endpoint;output port;
grt;vias in the first global route;6636;
logic_synthesis;and+or+nand+nor area frac;0.193;
logic_synthesis;Post-synth EDFFs;49;
grt;GRT Total Usage;0.306;
clock_network;Clock transition at path regs;60;ps
logic_synthesis;Post-synth regs;65;
die;Die Wd;131;µm
grt;largest net degree at the start of global routing;45;
logic_synthesis;Complex Gates by Area;0.190;
critical_path;largest delay contributor family on the critical path;buffers and inverters;
place;DP HPWL;20.2;mm
route;DRC;0;
die;core box area;0.0161;mm²
final_layout;layout cells sized above 1;0.0944;
critical_path;slowest stage delay, CP;850;ps
timing;Max Clock Freq;123;MHz
timing;Pins Over Slew Limit;0;
logic_synthesis;Post-synth seq share;0.281;
min_path;Hold WC Path Type;register to register;
critical_path;worst-path cell chain;clkdlybuf4s50_1 > buf_4 > mux2i_1 > o221ai_1 > a221o_1 > nor3b_1 > o211ai_2 > nand4_1 > a211oi_1 > xor2_1 > or4_4 > nor4b_2 > clkdlybuf4s50_1;
die;chip area;0.0172;mm²
route;drt pass-1 iters;5;
timing;final setup TNS;0;ps
clock_network;Latency at later pin;350;ps
grt;first-pass GRT wire length;38.7;mm
critical_path;crit start category;primary input;
timing;crit share post-route;0.907;
logic_synthesis;Post-synth top flop;edfxtp_1;
timing;Worst Clk Skew;8.18;ps
## report_power, final
part           switching (mW)  leakage, nW  internal, mW
clock network           0.151        0.130         0.190
logic                   0.241         2.57         0.252
registers              0.0644        0.676         0.377
## per-layer routing
| metal | up-vias | GRT usage | routed length, µm |
|---|---|---|---|
| met5 | - | 0 | 0 |
| met1 | 3169 | 0.431 | 10400 |
| met4 | 0 | 0.0712 | 643 |
| li1 | 3173 | - | - |
| met2 | 313 | 0.481 | 11600 |
| met3 | 35 | 0.0834 | 2340 |
## worst paths after layout
| check | startpoint | to | slack [ps] | depth (start not counted) |
|---|---|---|---|---|
| worst max-delay path | aa | zs | 840 | 13 |
| worst min-delay path | REG_AT.at[10]$_DFFE_PP_ | REG_AT.at[11]$_DFFE_PP_ | 610 | 1 |
| min in group asynchronous | off | REG_IC.ic[15]$_DFFE_PP0P_ | 1820 | 2 |
| max in group asynchronous | off | REG_IC.ic[5]$_DFFE_PP0P_ | 6760 | 2 |
| worst max register to register | REG_AR.ar[15]$_DFFE_PP_ | wzi$_DFFE_PP_ | 5240 | 10 |
| worst min register to register | REG_AT.at[10]$_DFFE_PP_ | REG_AT.at[11]$_DFFE_PP_ | 610 | 1 |
## flip-flops by register name, indices dropped and copies added (netlist names)
signal	cells
REG_IC.ic	16
wzi	1
REG_AC.ac	16
REG_AT.at	16
REG_AR.ar	16
## placed cells by master, fill, tap and decap left out, drive strengths merged, types with 17 or more instances in the layout
| cell | n |
|---|---|
| clkdlybuf4s50 | 177 |
| nand2 | 78 |
| nor2 | 77 |
| mux2i | 65 |
| edfxtp | 49 |
| a21oi | 45 |
| o21ai | 44 |
| xnor2 | 40 |
| mux2 | 30 |
| inv | 30 |
| xor2 | 20 |
| nand3 | 19 |
| and2 | 17 |
## cell type report
cell class / count / area [µm²] / share of cell area
clock inverters: 6 / 50.0 / 0.00563
flip-flops and latches: 65 / 1870 / 0.211
clock buffers: 10 / 229 / 0.0258
multi-input cells: 630 / 4470 / 0.503
inverters: 28 / 105 / 0.0118
well taps: 216 / 270 / 0.0304
repair buffers: 193 / 1890 / 0.213
## cells by family after synthesis
kind of cell             count (synthesis)
multiplexers                           110
adder cells (fa/ha/maj)                  4
XOR/XNOR                                60
AND-OR/OR-AND                          187
buffers and inverters                   80
flip-flops                              65
AND/OR/NAND/NOR                        269
Power figures rest on the tool's default switching activity, not on a simulated workload.
